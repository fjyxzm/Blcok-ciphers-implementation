<file path="flow/config.mk">
export PLATFORM = sky130hd
export DESIGN_NAME = newcipher
export DESIGN_NICKNAME = newcipher
export VERILOG_FILES = /design/flow/design.v
export SDC_FILE = /design/flow/constraint.sdc
export NUM_CORES = 4
export LEC_CHECK = 1
export CORE_UTILIZATION = 40
</file>
<file path="flow/constraint.sdc">
current_design newcipher

set clk_period 16.1
set clk_io_pct 0.2

create_clock -name clk0 -period $clk_period [get_ports {clk}]

set non_clock_inputs [all_inputs -no_clocks]
set_input_delay [expr $clk_period * $clk_io_pct] -clock clk0 $non_clock_inputs
set_output_delay [expr $clk_period * $clk_io_pct] -clock clk0 [all_outputs]
</file>
<file path="flow/design.v">
`timescale   1ns/1ns
module newcipher(result,state,keys,clk);
    input clk;
    input  [63:0] state;
    input  [63:0] keys;
    output [63:0] result;
    reg   ready;
    reg   [4:0] cnt;
    reg   [63:0]  res;
    reg   [63:0]  k;
    wire  [63:0]  te;
    wire  [63:0]  te1;
    wire  [63:0]  r_keys;
    reg   [4:0] rc;
    reg   [4:0] rcc;
    wire  [4:0] rc1;
    initial  begin
         ready  <=1;
         cnt    <=0;
          rcc<=1;
    end
    assign  result =res;
    always @(posedge  clk)  begin
        cnt    <= (cnt^28)? cnt+1: cnt;
        res    <= ready ? ( (cnt) ?te:state) :res;
        k      <= ready ? ( (cnt) ?r_keys:keys) :k;
      rc      <= ready ? ( (cnt) ?rc1:rcc) :rc; 
        ready  <= (cnt^28)? 1:0;
    end
    newcipherRound   ncPR(te,r_keys,rc1,res,k,cnt,rc);
endmodule
`timescale   1ns/1ns
module  newcipherRound(res,r_keys,orc,state,keys,r,rc);
    input  [63:0] state;
    input  [63:0] keys;    
    input  [4:0] rc;
    input  [4:0]  r;
    output [63:0] res;
    output  [63:0] r_keys;
    output [4:0] orc;
    wire   [63:0] key0; 
    wire   [3:0]  s0,s1;
    reg [3:0] sbox[0:15];
    wire   [31:0] tem0,tem1,tem2,tem3;
    wire   [63:0] tem4,tem5;
    initial begin
        sbox[0]=6;  sbox[1]=5; sbox[2]=12;  sbox[3]=10;
        sbox[4]=1;   sbox[5]=14; sbox[6]=7; sbox[7]=9;
        sbox[8]=11;  sbox[9]=0;sbox[10]=3; sbox[11]=13;
        sbox[12]=8; sbox[13]=15;sbox[14]=4;  sbox[15]=2;
    end   
    assign tem4=(r==(5'b00001))?{
      state[63:60],state[39:36],state[ 3: 0],state[27:24],
      state[43:40],state[51:48],state[23:20],state[15:12],
      state[19:16],state[11: 8],state[47:44],state[55:52],
      state[ 7: 4],state[31:28],state[59:56],state[35:32]}:state;
    assign        tem0= {tem4[55:48] ^ keys[63:56],tem4[39:32]^ keys[55:48],tem4[23:16]^ keys[31:24],tem4[7:0] ^ keys[23:16]};
    assign tem1={
        sbox[{tem0[ 7],tem0[15],tem0[23],tem0[31]}],sbox[{tem0[ 6],tem0[14],tem0[22],tem0[30]}],
        sbox[{tem0[ 5],tem0[13],tem0[21],tem0[29]}],sbox[{tem0[ 4],tem0[12],tem0[20],tem0[28]}],
        sbox[{tem0[ 3],tem0[11],tem0[19],tem0[27]}],sbox[{tem0[ 2],tem0[10],tem0[18],tem0[26]}],
        sbox[{tem0[ 1],tem0[ 9],tem0[17],tem0[25]}],sbox[{tem0[ 0],tem0[ 8],tem0[16],tem0[24]}]
    };
    assign tem2={
        tem1[28],tem1[24],tem1[20],tem1[16],tem1[12],tem1[ 8],tem1[4],tem1[0],
        tem1[29],tem1[25],tem1[21],tem1[17],tem1[13],tem1[ 9],tem1[5],tem1[1],
        tem1[30],tem1[26],tem1[22],tem1[18],tem1[14],tem1[10],tem1[6],tem1[2],
        tem1[31],tem1[27],tem1[23],tem1[19],tem1[15],tem1[11],tem1[7],tem1[3]
    };
    assign tem3 = {
        tem2[31],tem2[27],tem2[21],tem2[17],tem2[ 4],tem2[ 0],tem2[14],tem2[10],
        tem2[22],tem2[18],tem2[28],tem2[24],tem2[13],tem2[ 9],tem2[ 7],tem2[ 3],
        tem2[ 8],tem2[12],tem2[ 2],tem2[ 6],tem2[19],tem2[23],tem2[25],tem2[29],
        tem2[ 1],tem2[ 5],tem2[11],tem2[15],tem2[26],tem2[30],tem2[16],tem2[20]
    };
    assign tem5={
      tem4[55:48],tem4[63:56]^tem3[31:24],
      tem4[39:32],tem4[47:40]^tem3[23:16], 
      tem4[23:16],tem4[31:24]^tem3[15: 8], 
      tem4[ 7: 0],tem4[15: 8]^tem3[ 7: 0] 
    };
    assign res=(r==(5'b11100))?{
      tem5[55:52],tem5[15:12],tem5[27:24],tem5[35:32],
      tem5[31:28],tem5[39:36],tem5[51:48],tem5[11: 8],
      tem5[ 3: 0],tem5[59:56],tem5[47:44],tem5[23:20],
      tem5[43:40],tem5[19:16],tem5[ 7: 4],tem5[63:60]
    }:tem5;
    assign     s0=sbox[{keys[51],keys[35],keys[50],keys[34]}];
    assign     s1=sbox[{keys[49],keys[33],keys[48],keys[32]}];
    assign     key0={
                  keys[63:52],s0[3],s0[1],s1[3],s1[1],
                  keys[47:36],s0[2],s0[0],s1[2],s1[0],
                  keys[31:0]
               };
    assign     r_keys={
                  key0[52:48]^key0[47:43],key0[63:58]^key0[42:37],key0[57:53]^key0[36:32]^rc[4:0],
                  key0[31:0],
                  key0[63:48]
               };
    assign     orc={
        rc[3:0],rc[4]^rc[2]   
    };
endmodule    
</file>
<file path="flow/run.sh">
#!/bin/bash
# OpenROAD 26Q1-2900-gdf79404cd8, Yosys 0.63+post, stock flow scripts
make -C /OpenROAD-flow-scripts/flow DESIGN_CONFIG=/design/flow/config.mk WORK_HOME=/design/flow/orfs finish
</file>
==> run_results.csv <==
group,metric,value,unit
outcome,run_status,"finished clean",
pwr,leakagePower,4.64,nW
worst_setup_path,crit_slowest_cell,"clkdlybuf4s50_1",
synth,syn-cell-area,0.0107,mm^2
floorplanning,row_count,59,
synth,ys_cells,1132,
timing,timing.hold.ws,0.516,ns
synth,postSynthSeqShare,0.403,
clock_tree,path_clk_slew,0.07,ns
floorplanning,die_y,166,um
synth,synth_cell_type_count,60,
synth,ys_top_cells_by_area,"edfxtp_1 39%, mux2i_1 7.8%, nand2_1 7.8%, xnor2_1 7.6%, ha_1 4.1%",
global_routing,grt_remaining_overflow,0,
drt,dr.pass1.iters,32,
layout,drive_gt1_frac,0.0643,
timing,slew_violations,0,
clock_tree,cts_buffers,17,
timing,rsz0062_at_grt,"no",
synth,synthTopCellsByCount,"224 x nand2_1, 138 x edfxtp_1, 94 x nor2_1",
worst_setup_path,cp-start-kind,"flop",
flow_run,warnings,45,
synth,synthFlopType,"edfxtp_1",
layout,final_core_util,0.514,
synth,top_area_frac,0.387,
synth,syn_inst,1132,
floorplanning,fp_util,0.409,
drt,drt_iter0_markers,720,
timing,hold_viol_final,0,
drt,final_antenna_net_count,0,
drt,n_antenna_cell,0,
clock_tree,cts_max_path_buffers,2,
flow_run,drv_cap,0,
drt,drc,0,
worst_setup_path,critPathMaxStageDelay,0.58,ns
clock_tree,post_cts_buffers,0,
timing,setup_violations,0,
pwr,pwr_density_cell,63.4,mW/mm^2
placement,place_ws,11.11,ns
placement,port_buffers,192,
pwr,ir_drop,0.0596,mV
floorplanning,pin_count,193,
drt,vias_per_cell,5.39,
synth,ys_area,0.0107,mm^2
timing,finalClockPeriodUsage,0.294,
worst_setup_path,cp_top_family,"buffers and inverters",
timing,tightest_slew,0.804,ns
worst_setup_path,critPathKind,"reg -> out",
synth,yosysTopAreaCell,"edfxtp_1",
synth,synth-edff-count,138,
synth,ys.flops,147,
global_routing,antenna_found_initial,0,
placement,gp_congestion,0.918,
clock_tree,cts_resized,0,
timing,setup_tns,0,ns
worst_setup_path,arrival,1.52,ns
layout,fillers,2332,
timing,max_freq,211,MHz
synth,async_flop_share,0,
worst_setup_path,cp_num_buf_inv,1,
global_routing,grt_usage,0.244,
worst_setup_path,crit_required,12.88,ns
timing,fin_ws,11.36,ns
global_routing,grt_max_degree,68,
min_path,hp-class,"reg -> reg",
synth,post-synth-top-count-cell,"nand2_1",
drt,dr_total_vias,8851,
worst_setup_path,crit_path_max_fanout,8,
clock_tree,postCtsHoldBufs,0,
clock_tree,h-tree-depth,4,
worst_setup_path,crit_chain,"clkdlybuf4s50_1",
timing,period_minus_slack,4.74,ns
floorplanning,die_area,0.0275,mm^2
drt,routed_wl,31900,um
global_routing,grt_pass1_wl,48900,um
synth,synth_warnings,2,
worst_setup_path,critPathCaptureType,"primary output",
layout,syn_to_final_growth,25.7,%
clock_tree,clk_latency,0.42,ns
floorplanning,fp.dieW,166,um
drt,wire_per_inst,19.4,um
global_routing,grt_pass1_vias,8266,
synth,syn_avg_cell_area,9.47,um^2
floorplanning,core_area,0.0262,mm^2
timing,maxSlewHeadroom,0.464,
clock_tree,root_buffer,"clkbuf_16",
clock_tree,clock-sinks,147,
placement,dp_hpwl,23100,um
timing,clock_skew,0.0114,ns
pwr,power.total,0.855,mW
clock_tree,cts_tree,"built",
## cell usage in the layout (no fill, tap or decap), types with 5 or more instances in the layout
| cell | n |
|---|---|
| edfxtp_1 | 138 |
| nor2_1 | 94 |
| buf_4 | 12 |
| clkdlybuf4s50_1 | 192 |
| nand2_1 | 223 |
| o22ai_1 | 7 |
| a21oi_1 | 62 |
| nor2b_1 | 14 |
| dfxtp_1 | 8 |
| o41ai_1 | 9 |
| inv_1 | 26 |
| xor2_1 | 32 |
| o21ai_0 | 53 |
| o21ai_1 | 6 |
| nand3_1 | 9 |
| nor3b_1 | 41 |
| mux2i_4 | 9 |
| mux2i_1 | 84 |
| inv_6 | 5 |
| ha_1 | 35 |
| and3_1 | 14 |
| a22oi_1 | 5 |
| mux2_2 | 11 |
| and2_1 | 7 |
| xnor2_1 | 93 |
| mux2i_2 | 5 |
| clkbuf_16 | 17 |
| nor3_1 | 9 |
| nand4_1 | 16 |
## per-layer routing
metal | vias to the layer above | GRT usage | part of all wire
li1 | 4318 | - | -
met1 | 4124 | 0.381 | 0.44
met2 | 381 | 0.355 | 0.44
met3 | 28 | 0.0784 | 0.10
met4 | 0 | 0.0362 | 0.015
met5 | - | 0 | 0
## logic make-up (layout without fill, tap and decap cells)
kind of cell	count (synthesis)	in the layout	synth area share
flip-flops	147	147	0.403
AND/OR/NAND/NOR	439	439	0.188
AND-OR/OR-AND	183	183	0.104
XOR/XNOR	131	131	0.112
multiplexers	109	109	0.115
buffers and inverters	88	263	0.0361
adder cells (fa/ha/maj)	35	35	0.0408
## area by class of cell
| cell class | instances | area (um^2) | area share |
|---|---|---|---|
| flip-flops and latches | 147 | 4330 | 0.321 |
| well taps | 335 | 419 | 0.0311 |
| multi-input cells | 897 | 6020 | 0.447 |
| clock inverters | 14 | 160 | 0.0119 |
| repair buffers | 204 | 2010 | 0.149 |
| clock buffers | 18 | 429 | 0.0319 |
| inverters | 27 | 101 | 0.00752 |
## stage by stage
step                      instance area [um^2]  cells
after floorplan                          10700   1132
after global placement                   12900   1610
after detailed placement                 12900   1610
after CTS                                13500   1642
after global routing                     13500   1642
final                                    13500   1642
## registers in the layout, summed over array words and instances (netlist names)
| signal | flops |
|---|---|
| ready | 1 |
| rc | 5 |
| k | 64 |
| ncPR.s1 | 4 |
| cnt | 5 |
| ncPR.s0 | 4 |
| res | 64 |
## where the power goes
group	internal [mW]	switching, mW
combinational	0.0304	0.00949
clock	0.221	0.181
sequential	0.413	0
total	0.664	0.190
## path summary, 6_finish.rpt
kind | cells after the start | to | start | slack [ns]
max reg2reg | 14 | res[53] | cnt[1] | 11.36
min reg2reg | 2 | k[27] | k[11] | 0.52
min | 2 | k[27] | k[11] | 0.52
max | 1 | result[55] | res[55] | 11.36
Power is estimated from default activity; no workload was simulated.
