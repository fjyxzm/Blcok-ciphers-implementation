[design/flow/config.mk]
export PLATFORM = sky130hd
export DESIGN_NAME = piccolo
export DESIGN_NICKNAME = piccolo
export VERILOG_FILES = /design/flow/design.v
export SDC_FILE = /design/flow/constraint.sdc
export NUM_CORES = 4
export LEC_CHECK = 1
export CORE_UTILIZATION = 40
[design/flow/constraint.sdc]
current_design piccolo

set clk_period 14.5
set clk_io_pct 0.2

create_clock -name clk0 -period $clk_period [get_ports {clk}]

set non_clock_inputs [all_inputs -no_clocks]
set_input_delay [expr $clk_period * $clk_io_pct] -clock clk0 $non_clock_inputs
set_output_delay [expr $clk_period * $clk_io_pct] -clock clk0 [all_outputs]
[design/flow/design.v]
`timescale 1ns / 1ps
module piccolo(
    input clk,
    input reset,
    input [0:63] plaintext,
    output [0:63] ciphertext
    );
wire [0:79] keyin;
reg [0:63] datai;
wire [0:63] datao;
reg [0:4] clockNum;
piccoloenc enc(keyin, datai, clockNum, datao);
assign ciphertext = {{datao[48:55], datao[24:31]} ^ {keyin[64:71],keyin[56:63]},
			datao[0:7],datao[40:47],{datao[16:23],datao[56:63]}^{keyin[48:55],keyin[72:79]},
			datao[32:39],datao[8:15]};
assign keyin = 80'h00112233445566778899;
always @(posedge(clk)) begin
	if (reset==1'b1)
		begin
			clockNum    <= 5'b00000;
			datai	<=	{(plaintext[0:15] ^ {keyin[0:7], keyin[24:31]}), 
			plaintext[16:31],(plaintext[32:47] ^ {keyin[16:23],keyin[8:15]}),plaintext[48:63]};
	   end
	else
		begin
			if(clockNum==5'b11000) 
				begin
					datai    <= datai;
					clockNum     <= clockNum;
				end
			else
				begin
					datai    <= datao;
					clockNum     <= clockNum + 5'b00001;
				end
		end  	
end   
endmodule
`timescale 1ns / 1ps
module piccoloenc(
    input [0:79] keyin,
    input [0:63] plaintext,
    input [0:4] round,
    output [0:63] ciphered
    );
	wire [0:15] rrk0,rrk1,function_a_out,function_b_out,key_out_rk1,key_out_rk2;
	wire [0:63] m;
	reg [0:15] rk0,rk1;
	wire [0:4] round0;
	always @(keyin,round)  begin
		case (round)  
		   5'b00000,5'b00010,5'b00101,5'b00111,5'b01010,5'b01100,5'b01111,5'b10001,5'b10100,5'b10110: 
				begin
					rk0<= keyin[32:47];
					rk1<= keyin[48:63];  			
				end
			5'b00011,5'b01000,5'b01101,5'b10010,5'b10111:
					begin
						rk0<= keyin[64:79];
						rk1<= keyin[64:79];
					end
			default:
					begin
						rk0 <= keyin[0:15];
						rk1 <= keyin[16:31];		     
					end			
		endcase
	end
	assign round0 =round+5'b00001;
	assign rrk0 = {rk0[0:3],~rk0[4:7],rk0[8:10],~rk0[11:14],rk0[15]};
	assign rrk1 = {rk1[0:1],~rk1[2],rk1[3],~rk1[4:5],rk1[6], ~rk1[7],rk1[8:9], ~rk1[10:13],rk1[14:15]};
	assign key_out_rk1 = plaintext[16:31]^{(round0^rrk0[0:4]),rrk0[5:9] ,(round0 ^ rrk0[10:14]), rrk0[15]};
	assign key_out_rk2 = plaintext[48:63]^{rrk1[0],(round0 ^ rrk1[1:5]),rrk1[6:10] ,(round0 ^ rrk1[11:15])};
	piccolofunction function_a(plaintext[0:15],function_a_out);
	piccolofunction function_b(plaintext[32:47],function_b_out);
assign m = {plaintext[0:15],key_out_rk1^function_a_out, 
	plaintext[32:47],key_out_rk2 ^ function_b_out};
	assign ciphered = {m[16:23], m[56:63], m[32:39], m[8:15], m[48:55], m[24:31], m[0:7], m[40:47]};
endmodule
`timescale 1ns / 1ps
module piccolofunction(
    input [0:15] datai,
    output [0:15] datao
    );
wire [0:15] s0_out, m_out;
	assign s0_out = { s_box(datai[0:3]),s_box(datai[4:7]),
						  s_box(datai[8:11]), s_box(datai[12:15])
			  };
	wire [0:15] x0,x1;
	assign x0 =  s0_out ^ {s0_out[4:15],s0_out[0:3]};
	assign x1={x0[1:2],x0[3]^x0[0],x0[0],x0[5:6],x0[7]^x0[4],x0[4],
	x0[9:10],x0[11]^x0[8],x0[8],x0[13:14],x0[15]^x0[12],x0[12]};
	assign m_out= x1^ {s0_out[4:15],s0_out[0:3]} ^ {x0[8:15],x0[0:7]}; 
	assign datao = { s_box(m_out[0:3]),s_box(m_out[4:7]),
						  s_box(m_out[8:11]), s_box(m_out[12:15])
			  };
	function [0:3] s_box;    
		input    [0:3] aij;
		reg      [0:3] sb[0:15];
		begin
		{  
			sb[  0],sb[  1],sb[  2],sb[  3],sb[  4],sb[  5],sb[  6],sb[  7],
			sb[  8],sb[  9],sb[ 10],sb[ 11],sb[ 12],sb[ 13],sb[ 14],sb[ 15]
		} =
		{  			
			4'hE, 4'h4, 4'hB, 4'h2, 4'h3, 4'h8, 4'h0, 4'h9, 4'h1, 4'hA, 4'h7, 
			4'hF, 4'h6, 4'hC, 4'h5, 4'hD	
		};
		s_box =sb[aij];
		end
	endfunction
endmodule
[design/flow/run.sh]
#!/bin/bash
# OpenROAD 26Q1-2900-gdf79404cd8, Yosys 0.63+post, stock flow scripts
make -C /OpenROAD-flow-scripts/flow DESIGN_CONFIG=/design/flow/config.mk WORK_HOME=/design/flow/orfs finish
==> results_slide.txt <==
Run Summary

Worst hold path
  – Class of the tightest hold or removal check: flop to flop
  – Depth of the worst hold-timing path: 2
  – Worst hold path startpoint: clockNum[3]
  – Hold Path Sink: clockNum[3]

Die
  – Row cnt: 54
  – Core footprint: 21,900 sq um
  – Area of the die: 23,000 sq um
  – Overall die height: 152 microns
  – Ports placed on the boundary: 130
  – Core utilization at floorplan: 40.9%
  – Die boundary width: 152 microns

Final timing
  – Clock skew: 6.09 ps
  – Setup_tns: 0 ps
  – Final Max-Slew Violation Tally: 0
  – Time the worst path needs with I/O delays and setup: 6610 ps
  – Max-Slew Margin vs Limit: 42.9%
  – Final setup violating endpoints: 0
  – Final Hold Violation Tally: 0
  – Unrepaired setup endpoints after global routing: false
  – Timing-limited maximum frequency: 0.151 GHz
  – Cycle use final: 45.6%
  – Tightest Pin Transition: 854 ps

Drt
  – Inserted Diodes: 0
  – Number of optimization iterations in the first detailed-route pass: 4
  – WL per Instance: 18.2 microns
  – Via density per instance: 4.94
  – Final antenna-violating net count: 0
  – Remaining DRCs: 0
  – Aggregate routed wire length: 22,900 microns
  – Overall via count from detail_route: 6,222
  – Detailed Route Iter0 Violations: 310

Yosys
  – Flip-flops with a built-in enable: 64
  – Sequential cell area fraction in the yosys report: 29.8%
  – Number of cells in Yosys stat: 873
  – Share of synthesized registers carrying an async set or reset: 0%
  – Yosys Warn Count: 11
  – Post-synthesis chip area from yosys: 8950 sq um
  – Area share of the leading cell type in the synthesized netlist: 21.5%
  – Mapped Area: 8950 sq um
  – Cells after synthesis: 873
  – #FFs+latches synth: 101
  – Most repeated cell in the gate-level netlist after synthesis: sky130_fd_sc_hd__nand2_1
  – Cell types with the highest counts after synthesis: sky130_fd_sc_hd__nand2_1 (90), sky130_fd_sc_hd__inv_1 (79), sky130_fd_sc_hd__ha_1 (68)
  – Main flop type: sky130_fd_sc_hd__edfxtp_1
  – Post-synthesis average cell area: 10.3 sq um
  – Cell type with the highest aggregate area in the netlist: sky130_fd_sc_hd__edfxtp_1
  – Count of cell types in the netlist: 66
  – Biggest area cells: sky130_fd_sc_hd__edfxtp_1 (21%), sky130_fd_sc_hd__xnor3_1 (10%), sky130_fd_sc_hd__ha_1 (9.5%), sky130_fd_sc_hd__dfxtp_1 (8.3%), sky130_fd_sc_hd__xnor2_1 (6.6%)

Global route
  – Number of antenna violations at the first check in global routing: 0
  – Largest net degree at the start of global routing: 58
  – Overall fraction of global-route tracks in use: 21.5%
  – Residual overflow from global routing: 0
  – Number of global-route vias before repair: 6,005
  – Global-route wire length before repair: 34,700 microns

Clock tree
  – Hold-fix buffers at CTS: 0
  – Number of levels the H-tree was split into: 3
  – Number of buffers created by CTS: 9
  – Root buffer cell: sky130_fd_sc_hd__clkbuf_16
  – TritonCTS clock tree: done
  – Number of post-CTS setup repair buffers: 0
  – Worst-case clock buffer depth: 2
  – Clock latency reported for the late side of the worst-skew pair: 350 ps
  – Number of sinks driven by the clock tree: 101
  – Post-CTS clock slew at the launch and capture registers of the worst setup and hold paths: 70 ps
  – Resized Gates After CTS: 0

Run
  – Tool Warnings: 76
  – Total of max-cap violations: 0

Worst setup path
  – Worst setup path category: flop to output port
  – Critical path data arrival time: 3710 ps
  – Endpoint required time on the critical path: 11,600 ps
  – Kind of start point of the critical path: flop
  – Worst Path Max Fanout: 11
  – R2r startpoint: clockNum[4]
  – Largest stage delay on the critical path: 560 ps
  – Worst Setup End Kind: output port
  – Library cell contributing the largest single delay on the critical path: sky130_fd_sc_hd__clkdlybuf4s50_1
  – R2R setup slack: 10,330 ps
  – R2R depth: 9
  – Critical-path cell list: inv_1 > ha_1 > nand2b_1 > a32o_1 > a221o_1 > nor2_2 > xnor2_1 > xor2_1 > clkdlybuf4s50_1

Placed design
  – RePlAce Congestion: 0.864
  – Number of port buffers: 129
  – Total half-perimeter wirelength after legalization and detailed placement: 17,400 microns

Layout
  – Number of filler cells placed in the layout: 2,018
  – Fraction of final layout cells sized beyond drive strength 1: 8.47%
  – Synth-to-Final Area Change: 19.5%
  – Final core utilization: 48.9%

Run status
  – Outcome: finished clean
-- per-stage QoR --
step	instance area (sq um)	instances	hold slack [ps]	setup WS, ps
6_report	10700	1260	514	7890
5_1_grt	10700	1260	544	7630
4_1_cts	10700	1260	514	7830
3_5_place_dp	10400	1244	503	8220
3_3_place_gp	10400	1244	499	8270
2_1_floorplan	8950	873	477	7870
-- kinds of logic after synthesis --
kind of cell             after synthesis  synth area share (%)
AND-OR/OR-AND                        119                  8.74
XOR/XNOR                             170                  25.3
adder cells (fa/ha/maj)               68                  9.51
buffers and inverters                129                  6.18
flip-flops                           101                  29.8
multiplexers                          81                  10.4
AND/OR/NAND/NOR                      205                  10.1
-- final cells by class --
| class | count | area [sq um] | share of cell area, % |
|---|---|---|---|
| well taps | 280 | 350 | 3.28 |
| clock buffers | 10 | 229 | 2.14 |
| clock inverters | 6 | 53.8 | 0.503 |
| flip-flops and latches | 101 | 2660 | 24.9 |
| inverters | 82 | 309 | 2.89 |
| repair buffers | 138 | 1360 | 12.7 |
| multi-input cells | 643 | 5730 | 53.6 |
-- metal layers --
layer | up-vias | track usage [%] | routed length [microns]
li1 | 3154 | - | -
met1 | 2853 | 33.9 | 10900
met2 | 194 | 32.0 | 9990
met3 | 21 | 5.16 | 1630
met4 | 0 | 2.82 | 363
met5 | - | 0 | 0
-- worst max-delay path: cells and delay by family, from the launching register on --
| family | cells | cell delay [ps] |
|---|---|---|
| flip-flops | 1 | 530 |
| buffers and inverters | 2 | 720 |
| XOR/XNOR | 2 | 560 |
| AND/OR/NAND/NOR | 2 | 450 |
| AND-OR/OR-AND | 2 | 810 |
| adder cells (fa/ha/maj) | 1 | 280 |
-- worst max path at each step --
stage                 cells after the start   startpoint  slack [ps]        endpoint
final                                     9  clockNum[4]        7890  ciphertext[54]
after global routing                      9  clockNum[4]        7630  ciphertext[54]
after CTS                                 9  clockNum[4]        7830  ciphertext[54]
-- layout by cell type, fill, tap and decap left out, types with 10 or more instances in the layout --
cell type	instances
sky130_fd_sc_hd__nor2_1	54
sky130_fd_sc_hd__edfxtp_1	64
sky130_fd_sc_hd__xor3_1	11
sky130_fd_sc_hd__xor2_1	45
sky130_fd_sc_hd__nand2_1	90
sky130_fd_sc_hd__ha_1	68
sky130_fd_sc_hd__o21ai_1	11
sky130_fd_sc_hd__o21ai_0	32
sky130_fd_sc_hd__clkdlybuf4s50_1	128
sky130_fd_sc_hd__inv_1	78
sky130_fd_sc_hd__nor3_1	16
sky130_fd_sc_hd__mux2_2	29
sky130_fd_sc_hd__buf_4	10
sky130_fd_sc_hd__mux2i_1	36
sky130_fd_sc_hd__xnor3_1	41
sky130_fd_sc_hd__xnor2_1	67
sky130_fd_sc_hd__a21oi_1	19
sky130_fd_sc_hd__dfxtp_1	37
