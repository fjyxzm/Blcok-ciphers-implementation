==> design.v <==
`timescale   1ns/1ns
module lilliput(result,state,Key,clk);    
input clk;
input  [63:0]state;
input  [79:0]Key;
output [63:0]result;
reg  ready;
reg  [4:0] cnt;
reg  [63:0] res;
reg  [79:0] k;
wire [63:0] temp;
wire [79:0] out_keys;
 initial  begin
         ready  <=1;
         cnt    <=5'b11111;
    end
     assign  result={
		res[31:28],
		res[3:0],
		res[27:24],
		res[11:8],
		res[7:4],
		res[15:12],
		res[23:20],
		res[19:16],
		res[63:60],
		res[51:48],
		res[47:44],
		res[43:40],
		res[35:32],
		res[59:56],
		res[39:36],
		res[55:52]
	};
    always @(posedge  clk)  begin    
        cnt    <= (cnt^29)? cnt+1: cnt;
        res    <= ready ? ( (cnt^5'b11111) ?temp:state ) :res;
        k      <= ready ? ( (cnt^5'b11111) ?out_keys:Key) :k;
        ready  <= (cnt^29)? 1:0;
    end
    encryption en_round(temp,out_keys,cnt,k,res);
endmodule
module encryption(result,out_key,count,Key,state);
input  [63:0]state;
input  [79:0]Key;
input  [4:0]count;
output [63:0]result;
output [79:0]out_key;
wire   [31:0]Z;
wire   [31:0]roundkeys; 
wire [63:0]temp1;
wire [31:0]temp;
reg    [3:0] sbox[0:15];
initial begin 
 sbox[0]=4;    sbox[1]=8;   sbox[2]=7;   sbox[3]=1;
 sbox[4]=9;    sbox[5]=3;   sbox[6]=2;   sbox[7]=14;
 sbox[8]=0;    sbox[9]=11;  sbox[10]=6;  sbox[11]=15;
 sbox[12]=10;  sbox[13]=5;  sbox[14]=13; sbox[15]=12;
end 
assign Z={ 
Key[75:72],Key[67:64],Key[55:52],Key[43:40],
Key[39:36],Key[27:24],Key[15:12],Key[7:4]};
assign temp={
sbox[{Z[7],Z[15],Z[23],Z[31]}],sbox[{Z[6],Z[14],Z[22],Z[30]}],sbox[{Z[5],Z[13],Z[21],Z[29]}],sbox[{Z[4],Z[12],Z[20],Z[28]}],
sbox[{Z[3],Z[11],Z[19],Z[27]}],sbox[{Z[2],Z[10],Z[18],Z[26]}],sbox[{Z[1],Z[9],Z[17],Z[25]}],sbox[{Z[0],Z[8],Z[16],Z[24]}]           
};                 
assign roundkeys={temp[31:27]^count[4:0],temp[26:0]};         
assign temp1 ={
state[63:60]^sbox[state[3:0]^roundkeys[31:28]],  
state[59:56]^sbox[(state[7:4]^roundkeys[27:24])],  
state[55:52]^sbox[(state[11:8]^roundkeys[23:20])],  
state[51:48]^sbox[(state[15:12]^roundkeys[19:16])],  
state[47:44]^sbox[(state[19:16]^roundkeys[15:12])],  
state[43:40]^sbox[(state[23:20]^roundkeys[11:8])],  
state[39:36]^sbox[(state[27:24]^roundkeys[7:4])],  
state[35:32]^sbox[state[31:28]^roundkeys[3:0]],  
state[31:28],    
state[27:24],    
state[23:20],    
state[19:16],    
state[15:12],    
state[11:8],    
state[7:4],     
state[3:0]     
};       
assign result={
temp1[31:28],    
temp1[11:8],     
temp1[3:0],     
temp1[27:24],    
temp1[23:20],  
temp1[19:16],    
temp1[7:4],   
temp1[15:12],   
temp1[63:60]^temp1[31:28]^temp1[27:24]^temp1[23:20]^temp1[19:16]^temp1[15:12]^temp1[11:8]^temp1[7:4],  
temp1[55:52]^temp1[31:28],   
temp1[39:36]^temp1[31:28],  
temp1[35:32],   
temp1[43:40]^temp1[31:28],    
temp1[51:48]^temp1[31:28],    
temp1[47:44]^temp1[31:28],    
temp1[59:56]^temp1[31:28]    
};          
assign out_key={
Key[75:72],Key[71:68],{Key[70:68],Key[71]}^Key[67:64]^{Key[60],1'b0,1'b0,1'b0},Key[63:60],Key[79:76],
{1'b0,1'b0,1'b0,Key[51]}^Key[55:52],Key[51:48],{Key[48],Key[51:49]}^Key[47:44],Key[43:40],Key[59:56],
Key[35:32],Key[31:28],{Key[28],1'b0,1'b0,1'b0}^Key[27:24],Key[23:20],{Key[34:32],Key[35]}^Key[39:36],
Key[15:12],Key[11:  8],{1'b0,1'b0,1'b0,Key[11]}^Key[ 7:  4],{Key[16],Key[19:17]}^Key[ 7:  4],Key[19:16]
};
endmodule
==> run.sh <==
#!/bin/bash
# OpenROAD 26Q1-2900-gdf79404cd8, Yosys 0.63+post, stock flow scripts
make -C /OpenROAD-flow-scripts/flow DESIGN_CONFIG=/design/flow/config.mk WORK_HOME=/design/flow/orfs finish
==> config.mk <==
export PLATFORM = sky130hd
export DESIGN_NAME = lilliput
export DESIGN_NICKNAME = lilliput
export VERILOG_FILES = /design/flow/design.v
export SDC_FILE = /design/flow/constraint.sdc
export NUM_CORES = 4
export LEC_CHECK = 1
export CORE_UTILIZATION = 50
==> constraint.sdc <==
current_design lilliput

set clk_period 13.8
set clk_io_pct 0.2

create_clock -name clk0 -period $clk_period [get_ports {clk}]

set non_clock_inputs [all_inputs -no_clocks]
set_input_delay [expr $clk_period * $clk_io_pct] -clock clk0 $non_clock_inputs
set_output_delay [expr $clk_period * $clk_io_pct] -clock clk0 [all_outputs]
==> Slide: Implementation Results <==
Run Summary

STA
  – Endpoints failing setup: 0
  – RSZ-0062 raised after global routing: false
  – Fin crit period: 4.72 ns
  – Worst-Margin Slew: 0.975 ns
  – Max transition margin: between 30 and 40%
  – Worst hold slack: ~0.55 ns
  – Cycle use final: 34.2%
  – Clock skew: about 0.017 ns
  – Maximum clock rate: between 200 and 250 MHz
  – Final Hold Fails: 0
  – Max Slew Vio Count: 0
  – Setup TNS: 0 ns

Place
  – IO buf count: roughly 200
  – GP Congestion: approximately 0.82
  – # placed instances: around 1400
  – Post-DP HPWL: roughly 18000 µm

Detailed routing
  – Residual DRC: 0
  – Final ANT Viol Nets: 0
  – Total wire length: 24600 µm
  – Vias/cell: a little over 5
  – Met1 Routed Length: approximately 12000 µm
  – N_diodes: 0
  – Iter 0 DRT Violations: ~350
  – Met2 WL: ~11000 µm
  – Top sig layer: met4
  – DRT Pass-1 Iters: 4
  – Via Count: 7196
  – WL met3: 1630 µm
  – Drt wl/cell: approximately 17 µm

Global route
  – First-pass GRT wire length: 38700 µm
  – Largest net degree at the start of global routing: 65
  – Vias in the first global route: just under 7000
  – GRT Total Usage: between 20 and 25%
  – Gr ovfl total: 0
  – Antenna violations before repair: 0

Synth
  – Ys async rst share: 0%
  – Mapped Cells: ~930
  – YS warnings: 2
  – Mapped cell area: around 11000 µm²
  – Post-synth regs: around 180
  – Top area contributor share: a little under two fifths
  – Post-synth EDFFs: roughly 150
  – Top cells by count: edfxtp_1 (145), mux2_2 (110), xnor2_1 (104), ha_1 (91), mux2i_1 (80)
  – # Cells Yosys: roughly 930
  – Yosys synthesis chip area: about 11000 µm²
  – Yosys top cell by area: edfxtp_1
  – Synth Seq Share: 43.7%
  – Syn avg cell area: approximately 12 µm²
  – Netlist cell types: 34
  – Ys flop type: edfxtp_1
  – Top cells, area: edfxtp_1 (38%), mux2_2 (11%), ha_1 (9.9%), xnor2_1 (7.9%), mux2i_1 (7.0%)
  – Top-count cell post-synth: edfxtp_1

Clocking
  – Worst-case clock buffer depth: 2
  – Setup Buffers After CTS: 0
  – CTS buffer count: 17
  – CTS clock-pin slew for the worst setup and hold paths: about 0.070 ns
  – TritonCTS clock tree: built
  – H-tree depth: 4
  – Clk root buf: clkbuf_16
  – Clock latency on the worst-skew pair: 0.43 ns
  – Cts hold-fix bufs: 0
  – Clock sinks: approximately 180
  – Post-CTS sizing: 0

Flow run
  – OpenROAD warnings: around 100
  – Max Cap Viol: 0

Die
  – Row count: between 50 and 60
  – FP Util: 50.8%
  – Core area: approximately 23000 µm²
  – Die H: ~150 µm
  – Die width: approximately 150 µm
  – Boundary pin count: 209
  – Die area: between 20000 and 25000 µm²

Status
  – Status: finished, final reports clean

Critical path
  – Worst Path Arrival: 5.09 ns
  – Crit path required time: between 10 and 15 ns
  – Crit Path Max Fanout: 7
  – Startpoint Class: input pin
  – Critical path capture point type: register
  – Setup Crit Path Kind: input pin to register

Power
  – Power Dens Cells: between 70 and 80 nW/µm²
  – Lkg Pwr: between 4 and 5 nW
  – VDD IR max: roughly 0.08 mV

Layout
  – Final Non-Filler Cells: 1430
  – Layout area overhead: 25.6%
  – Proportion of layout cells with a drive suffix above 1: ~17%

Min path
  – Hold Crit Class: register to register
## logic make-up (layout without fill, tap and decap cells)
| kind of cell | after synthesis | in the layout | share of synthesized area [%] |
|---|---|---|---|
| XOR/XNOR | 156 | 156 | 13.1 |
| buffers and inverters | 102 | 316 | 3.68 |
| multiplexers | 210 | 210 | 21.6 |
| adder cells (fa/ha/maj) | 91 | 91 | 9.93 |
| flip-flops | 178 | 178 | 43.7 |
| AND-OR/OR-AND | 100 | 100 | 4.79 |
| AND/OR/NAND/NOR | 94 | 94 | 3.23 |
## placed cells by master (no fill, tap or decap), types with 2 or more instances in the layout
cell type,n
edfxtp_1,145
o21ai_1,17
o211ai_1,6
inv_1,61
inv_6,4
nand2_1,64
ha_1,90
o21ai_0,51
inv_8,3
xnor3_2,2
xnor2_1,104
mux4_2,18
xor2_2,5
mux2i_1,80
clkdlybuf4s50_1,204
a21oi_1,14
a211oi_1,7
xnor2_2,5
o311ai_1,2
clkinvlp_4,3
mux2_2,110
dfxtp_1,32
buf_4,13
nor2_1,21
bufinv_16,2
clkbuf_16,17
nand2b_1,3
a21o_1,2
clkinv_4,2
xor2_1,38
inv_2,6
nand3_1,4
## power breakdown
| group | internal [mW] | switching [mW] |
|---|---|---|
| registers | 0.571 | 0 |
| logic | 0.0344 | 0.00561 |
| clock network | 0.274 | 0.223 |
| total | 0.879 | 0.228 |
## state kept, by name (all words and copies together), names as in the netlist
register / cells
en_round.temp: 5
k: 76
res: 64
ready: 1
cnt: 5
en_round.roundkeys: 27
## path summary, 6_finish.rpt
kind | from | cells past startpoint | endpoint | slack, ns
worst min register to register | k[77] | 1 | k[61] | 0.55
worst max register to register | ready | 7 | en_round.temp[28] | 9.82
worst min-delay path | k[77] | 1 | k[61] | 0.55
worst max-delay path | Key[67] | 7 | en_round.roundkeys[15] | 9.08
## per-layer routing
layer  track usage (%)  up-vias
met1              39.2     3325
met4              1.29        0
met5                 0        -
met2              33.0      190
li1                  -     3674
met3              6.27        7
## cell type report
type	count	area, µm²
fillers	1748	8170
multi-input cells	651	6040
flip-flops and latches	178	5020
repair buffers	217	2140
clock buffers	18	429
well taps	285	357
inverters	67	251
clock inverters	14	169
## metrics by stage
stage	util [%]	power [mW]	area (µm²)	setup slack, ns
finish	63.8	1.11	14400	9.08
global route	63.8	1.14	14400	8.95
CTS	63.8	1.12	14400	9.07
detailed placement	61.2	0.623	13800	8.65
global placement	61.2	0.623	13800	8.63
floorplan	-	0.584	11500	7.96
## worst max-delay path, cell delays in order
cell	delay (ns)
clkdlybuf4s50_1	0.40
mux2_2	0.27
mux2i_1	0.71
inv_1	0.20
ha_1	0.24
mux4_2	0.44
inv_1	0.06
No activity file was given, so power comes from the tool's default toggle rates.
