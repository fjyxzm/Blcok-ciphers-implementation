==> ./design.v <==
`timescale 1ns / 1ps
module linear_m(data_in,data_out);
	input [63:0] data_in;
	output [63:0] data_out;
	assign data_out[63:60] = data_in[63:60];
	assign data_out[59:56] = data_in[43:40];
	assign data_out[55:52] = data_in[23:20];
	assign data_out[51:48] = data_in[3:0];
	assign data_out[47:44] = data_in[47:44];
	assign data_out[43:40] = data_in[27:24];
	assign data_out[39:36] = data_in[7:4];
	assign data_out[35:32] = data_in[51:48];
	assign data_out[31:28] = data_in[31:28];
	assign data_out[27:24] = data_in[11:8];
	assign data_out[23:20] = data_in[55:52];
	assign data_out[19:16] = data_in[35:32];
	assign data_out[15:12] = data_in[15:12];
	assign data_out[11:8]  = data_in[59:56];
	assign data_out[7:4]   = data_in[39:36];
	assign data_out[3:0]   = data_in[19:16];
endmodule
`timescale 1ns / 1ps
module linear_m_inv(data_in,data_out);
	input [63:0] data_in;
	output [63:0] data_out;
	assign data_out[63:60] = data_in[63:60];
	assign data_out[59:56] = data_in[11:8];
	assign data_out[55:52] = data_in[23:20];
	assign data_out[51:48] = data_in[35:32];
	assign data_out[47:44] = data_in[47:44];
	assign data_out[43:40] = data_in[59:56];
	assign data_out[39:36] = data_in[7:4];
	assign data_out[35:32] = data_in[19:16];
	assign data_out[31:28] = data_in[31:28];
	assign data_out[27:24] = data_in[43:40];
	assign data_out[23:20] = data_in[55:52];
	assign data_out[19:16] = data_in[3:0];
	assign data_out[15:12] = data_in[15:12];
	assign data_out[11:8]  = data_in[27:24];
	assign data_out[7:4]   = data_in[39:36];
	assign data_out[3:0]   = data_in[51:48];
endmodule
`timescale 1ns / 1ps
module linear_mprime(data_in,data_out);
	input [63:0] data_in;
	output [63:0] data_out;
	wire [31:0] ims;
		  assign ims[0] = data_in[59] ^ data_in[55];
		  assign ims[1] = data_in[54] ^ data_in[50];		  
		  assign ims[2] = data_in[61] ^ data_in[49];
		  assign ims[3] = data_in[60] ^ data_in[56];
        assign data_out[63] = ims[0] ^ data_in[51];
        assign data_out[62] = data_in[62] ^ ims[1];
        assign data_out[61] = data_in[57] ^ ims[2];
        assign data_out[60] = ims[3] ^ data_in[52];
        assign data_out[59] = data_in[63] ^ ims[0];
        assign data_out[58] = data_in[58] ^ ims[1];
        assign data_out[57] = data_in[53] ^ ims[2];
        assign data_out[56] = ims[3] ^ data_in[48];
		  assign ims[4] = data_in[63] ^ data_in[51];
		  assign ims[5] = data_in[62] ^ data_in[58];		  
		  assign ims[6] = data_in[57] ^ data_in[53];
		  assign ims[7] = data_in[52] ^ data_in[48];
        assign data_out[55] = data_in[59] ^ ims[4];
        assign data_out[54] = ims[5] ^ data_in[54];
        assign data_out[53] = ims[6] ^ data_in[49];
        assign data_out[52] = data_in[60] ^ ims[7];
        assign data_out[51] = data_in[55] ^ ims[4];
        assign data_out[50] = ims[5] ^ data_in[50];
        assign data_out[49] = data_in[61] ^ ims[6];
        assign data_out[48] = data_in[56] ^ ims[7];
		  assign ims[8] = data_in[47] ^ data_in[43];
		  assign ims[9] = data_in[42] ^ data_in[38];		  
		  assign ims[10] = data_in[37] ^ data_in[33];
		  assign ims[11] = data_in[44] ^ data_in[32];
        assign data_out[47] = ims[8] ^ data_in[39];
        assign data_out[46] = ims[9] ^ data_in[34];
        assign data_out[45] = data_in[45] ^ ims[10];
        assign data_out[44] = ims[11] ^ data_in[40];
        assign data_out[43] = ims[8] ^ data_in[35];
        assign data_out[42] = data_in[46] ^ ims[9];
        assign data_out[41] = data_in[41] ^ ims[10];
        assign data_out[40] = ims[11] ^ data_in[36];
		  assign ims[12] = data_in[39] ^ data_in[35];
		  assign ims[13] = data_in[46] ^ data_in[34];		  
		  assign ims[14] = data_in[45] ^ data_in[41];
		  assign ims[15] = data_in[40] ^ data_in[36];
		  assign data_out[39] = data_in[47] ^ ims[12];
        assign data_out[38] = ims[13] ^ data_in[42];
        assign data_out[37] = ims[14] ^ data_in[37];
        assign data_out[36] = ims[15] ^ data_in[32];
        assign data_out[35] = data_in[43] ^ ims[12];
        assign data_out[34] = ims[13] ^ data_in[38];
        assign data_out[33] = ims[14] ^ data_in[33];
        assign data_out[32] = data_in[44] ^ ims[15];
		  assign ims[16] = data_in[31] ^ data_in[27];
		  assign ims[17] = data_in[26] ^ data_in[22];		  
		  assign ims[18] = data_in[21] ^ data_in[17];
		  assign ims[19] = data_in[28] ^ data_in[16];
        assign data_out[31] = ims[16] ^ data_in[23];
        assign data_out[30] = ims[17] ^ data_in[18];
        assign data_out[29] = data_in[29] ^ ims[18];
        assign data_out[28] = ims[19] ^ data_in[24];
        assign data_out[27] = ims[16] ^ data_in[19];
        assign data_out[26] = data_in[30] ^ ims[17];
        assign data_out[25] = data_in[25] ^ ims[18];
        assign data_out[24] = ims[19] ^ data_in[20];
		  assign ims[20] = data_in[23] ^ data_in[19];
		  assign ims[21] = data_in[30] ^ data_in[18];		  
		  assign ims[22] = data_in[29] ^ data_in[25];
		  assign ims[23] = data_in[24] ^ data_in[20];
        assign data_out[23] = data_in[31] ^ ims[20];
        assign data_out[22] = ims[21] ^ data_in[26];
        assign data_out[21] = ims[22] ^ data_in[21];
        assign data_out[20] = ims[23] ^ data_in[16];
        assign data_out[19] = data_in[27] ^ ims[20];
        assign data_out[18] = ims[21] ^ data_in[22];
        assign data_out[17] = ims[22] ^ data_in[17];
        assign data_out[16] = data_in[28] ^ ims[23];
		  assign ims[24] = data_in[11] ^ data_in[7];
		  assign ims[25] = data_in[6]  ^ data_in[2];		  
		  assign ims[26] = data_in[13] ^ data_in[1];
		  assign ims[27] = data_in[12] ^ data_in[8];
        assign data_out[15] = ims[24] ^ data_in[3];
        assign data_out[14] = data_in[14] ^ ims[25];
        assign data_out[13] = ims[26] ^ data_in[9];
        assign data_out[12] = ims[27] ^ data_in[4];
        assign data_out[11] = data_in[15] ^ ims[24];
        assign data_out[10] = data_in[10] ^ ims[25];
        assign data_out[9]  = ims[26] ^ data_in[5];
        assign data_out[8]  = ims[27] ^ data_in[0];
		  assign ims[28] = data_in[15] ^ data_in[3];
		  assign ims[29] = data_in[14] ^ data_in[10];		  
		  assign ims[30] = data_in[9] ^ data_in[5];
		  assign ims[31] = data_in[4] ^ data_in[0];
        assign data_out[7]  = ims[28] ^ data_in[11];
        assign data_out[6]  = ims[29] ^ data_in[6];
        assign data_out[5]  = ims[30] ^ data_in[1];
        assign data_out[4]  = data_in[12] ^ ims[31];
        assign data_out[3]  = ims[28] ^ data_in[7];
        assign data_out[2]  = ims[29] ^ data_in[2];
        assign data_out[1]  = ims[30] ^ data_in[13];
        assign data_out[0]  = data_in[8] ^ ims[31];
endmodule
`timescale 1ns / 1ps
module prince_core(data_in,key,rc,rc0,data_out);
	input [63:0] data_in,key;
	input [2:0] rc;
	input rc0;
	output [63:0] data_out;
	reg [63:0] ai[0:5];
	reg [63:0] ai0[0:5];	
	reg [3:0] sbox[0:15],sbox_inv[0:15];
	wire [63:0] sb_out,nsb_out,sr_out,nsr_out,xor_out,nxor_out,m1,m2,m3;
	initial  begin
		 ai[0]=64'h000000000000000;
       ai[1]=64'h13198A2E03707344;
       ai[2]=64'hA4093822299F31D0;
       ai[3]=64'h082EFA98EC4E6C89; 
       ai[4]=64'h452821E638D01377; 
       ai[5]=64'hBE5466CF34E90C6C; 
		 ai0[0]=64'h000000000000000;
		 ai0[1]=64'h7EF84F78FD955CB1;
       ai0[2]=64'h85840851F1AC43AA;
       ai0[3]=64'hC882D32F25323C54; 
       ai0[4]=64'h64A51195E0E3610D; 
       ai0[5]=64'hD3B5A399CA0C2399;
       sbox[0]=11; sbox[ 1]=15; sbox[2]=3; sbox[ 3]=2;
       sbox[4]=10; sbox[ 5]=12; sbox[6]=9; sbox[ 7]=1;
       sbox[8]= 6; sbox[ 9]= 7; sbox[10]=8; sbox[11]=0;
       sbox[12]=14; sbox[13]= 5; sbox[14]=13; sbox[15]=4;
       sbox_inv[0]=11; sbox_inv[ 1]=7; sbox_inv[2]=3; sbox_inv[ 3]=2;
       sbox_inv[4]=15; sbox_inv[ 5]=13; sbox_inv[6]=8; sbox_inv[ 7]=9;
       sbox_inv[8]=10; sbox_inv[ 9]= 6; sbox_inv[10]=4; sbox_inv[11]=0;
       sbox_inv[12]=5; sbox_inv[13]= 14; sbox_inv[14]=12; sbox_inv[15]=1;
	end
	assign sb_out={
	  sbox[data_in[63:60]],sbox[data_in[59:56]],sbox[data_in[55:52]],sbox[data_in[51:48]],
	  sbox[data_in[47:44]],sbox[data_in[43:40]],sbox[data_in[39:36]],sbox[data_in[35:32]],
	  sbox[data_in[31:28]],sbox[data_in[27:24]],sbox[data_in[23:20]],sbox[data_in[19:16]],
	  sbox[data_in[15:12]],sbox[data_in[11: 8]],sbox[data_in[ 7: 4]],sbox[data_in[ 3: 0]]
   };
	assign nxor_out = {data_in[63:49] ^ key[63:49] ^ ai0[rc][63:49],data_in[48] ^ key[48],
			data_in[47:0] ^ key[47:0] ^ ai0[rc][47:0]};
	linear_m_inv nsr(nxor_out,nsr_out);
	assign m1 = (rc0==1'b0)?sb_out:((rc==3'b000)?sb_out:nsr_out);
	linear_mprime m(m1,m2);
	assign nsb_out={
	  sbox_inv[m2[63:60]],sbox_inv[m2[59:56]],sbox_inv[m2[55:52]],sbox_inv[m2[51:48]],
	  sbox_inv[m2[47:44]],sbox_inv[m2[43:40]],sbox_inv[m2[39:36]],sbox_inv[m2[35:32]],
	  sbox_inv[m2[31:28]],sbox_inv[m2[27:24]],sbox_inv[m2[23:20]],sbox_inv[m2[19:16]],
	  sbox_inv[m2[15:12]],sbox_inv[m2[11: 8]],sbox_inv[m2[ 7: 4]],sbox_inv[m2[ 3: 0]]
   };
	linear_m sr(m2,sr_out);
	assign xor_out = {sr_out[63:49] ^ key[63:49] ^ ai[rc][63:49],sr_out[48] ^ key[48],
			sr_out[47:0] ^ key[47:0] ^ ai[rc][47:0]};
	assign data_out = (rc0==1'b1)?nsb_out:xor_out;
endmodule
`timescale 1ns / 1ps
module prince_top(plaintext,key,clk,ciphertext);
	input  clk;
   input  [63:0] plaintext;
   input  [127:0] key;
   output [63:0] ciphertext;
   wire   [63:0] te,middle3;
   reg    [63:0] res;
   reg    [ 2:0] rc;
	reg	 rc0;
	reg	 rc1;
   reg    ready;
	initial  begin 
      rc  <= 3'b000;
		rc0  <= 1'b0;
      ready<=1'b1;
    end
	 assign middle3 = res ^key[63:0] ^ {key[64],key[127:66],key[65]^ key[127]};
	 assign ciphertext = {~middle3[63:62],middle3[61:56],~middle3[55],middle3[54],~middle3[53],
middle3[52],~middle3[51:50],middle3[49:46],~middle3[45],middle3[44],
~middle3[43],middle3[42:41],~middle3[40:39],middle3[38],~middle3[37:36],
middle3[35],~middle3[34:30],middle3[29:28],~middle3[27],middle3[26:25],
~middle3[24],middle3[23],~middle3[22:18],middle3[17:15],~middle3[14],
middle3[13],~middle3[12],middle3[11:8],~middle3[7:6],middle3[5],
~middle3[4:2],middle3[1],~middle3[0]};
    always @(posedge  clk)  begin
        rc0    <= (rc0)?rc0:((rc^5)? rc0: 1'b1);
		  rc     <= (rc^3'b101)?(rc+1'b1):((rc0)?rc:3'b000);
        res <= ready ? ( (rc0)?te:((rc)?te:(plaintext^key[127:64]^key[63:0]))):res;
        ready  <= (rc0)?((rc^5)?1'b1:1'b0):1'b1;
    end
    prince_core  p_0(res,key[63:0],rc,rc0,te);
endmodule
==> ./run.sh <==
#!/bin/bash
# OpenROAD 26Q1-2900-gdf79404cd8, Yosys 0.63+post, stock flow scripts
make -C /OpenROAD-flow-scripts/flow DESIGN_CONFIG=/design/flow/config.mk WORK_HOME=/design/flow/orfs finish
==> ./config.mk <==
export PLATFORM = sky130hd
export DESIGN_NAME = prince_top
export DESIGN_NICKNAME = prince_top
export VERILOG_FILES = /design/flow/design.v
export SDC_FILE = /design/flow/constraint.sdc
export NUM_CORES = 4
export LEC_CHECK = 1
export CORE_UTILIZATION = 30
==> ./constraint.sdc <==
current_design prince_top

set clk_period 10.2
set clk_io_pct 0.2

create_clock -name clk0 -period $clk_period [get_ports {clk}]

set non_clock_inputs [all_inputs -no_clocks]
set_input_delay [expr $clk_period * $clk_io_pct] -clock clk0 $non_clock_inputs
set_output_delay [expr $clk_period * $clk_io_pct] -clock clk0 [all_outputs]
==> flow_metrics.tcl <==
# collected from the flow reports
set metrics [dict create \
    hold_violations 0 \
    ff_type "edfxtp_1" \
    netlist_instances 2085 \
    worstHoldStart "ready" \
    drv_slew 0 \
    p_int_mw 1.787 \
    clock.fmax_mhz 160.5 \
    cts_setup_buffers 0 \
    ys_async_sr_fraction_pct 0 \
    clock_latency_ps 490 \
    cts_hold_buf 0 \
    grt_pass1_vias 15680 \
    tns_ps 0 \
    warning_count 145 \
    grt_max_degree 56 \
    synth_cell_types 106 \
    top_cell_area_share_pct 14.82 \
    status "finished clean" \
    clockRootBuffer "clkbuf_16" \
    r2r-start "rc[1]" \
    power_mw 3.073 \
    period_needed_ps 6232 \
    drc_errors 0 \
    grt_first_pass_wirelength_um 104500 \
    synthToLayoutAreaGrowth_pct 21.83 \
    area_leaders "xnor2_1, edfxtp_1, ha_1, xor2_1, dfxtp_1" \
    dp_hpwl_um 57530 \
    cp.required_ps 8160 \
    r2r_setup_slack_ps 4000 \
    cap_violations 0 \
    wirelength_um 71670 \
    combPwrFrac_pct 57.2 \
    die_height_um 253.1 \
    hold_depth 0 \
    pwr-share-seq_pct 21.8 \
    gp_congestion 0.9735 \
    rows 91 \
    antenna_found_initial 2 \
    edf_count 67 \
    postRouteAntennaNets 0 \
    fp_util_pct 30.48 \
    ys_top_cells_by_count "xnor2_1, ha_1, xor2_1" \
    switching_share_pct 41.85 \
    worstPathArrival_ps 4190 \
    end_kind "primary output" \
    pwr_density_cell_nw_per_um2 133.3 \
    r2r_end "p_0.sb_out[4]" \
    cts.repair.resized 0 \
    worstMarginPinSlew_ps 1111 \
    port_buffers 256 \
    yosysChipArea_um2 18920 \
    crit_type "input port to primary output" \
    p_clk_share_pct 21.0 \
    clockBufferDepth 2 \
    fp.coreArea_um2 62050 \
    path_clk_slew_ps 70 \
    die_area_um2 64060 \
    cts_buffers 17 \
    crit_path_start_kind "input port" \
    netlist_area_um2 18920 \
    holdPathEnd "res[4]" \
    cts.htree.levels 4 \
    ir_worst_vdd_mv 0.1418 \
    p_leak_nw 9.269 \
    crit_fanout 3 \
    dr.pass1.iters 5 \
    via_per_inst 5.139 \
    vias 16280 \
    fp.dieW_um 253.1 \
    yosysWarnings 2 \
    track_usage_pct 22.97 \
    drt_iter0_markers 1270 \
    synth.largest_area_cell "xnor2_1" \
    setup_viol 0 \
    cts_sinks 133 \
    switchingPower_mw 1.286 \
    reg2reg_depth 19 \
    syn_avg_cell_area_um2 9.073 \
    most_common_cell "xnor2_1" \
    synth_flops 133 \
    postSynthSeqShare_pct 17.62 \
    ys_cells 2085 \
    grt_setup_unrepaired "false" \
    hold_class "register to register" \
    skew_ps 16.13 \
    overflow 0 \
    io_pins 257 \
    drive_above_1_share_pct 8.498 \
    maxSlewHeadroom_pct 25.77 \
    post-route-period-util_pct 61.10 \
    wl_per_cell_um 22.62 \
    cts_tree "yes" \
]
-- cell families (layout without fill, tap and decap cells) --
kind of cell / Yosys count / count (layout) / synth area share, %
compound gates: 436 / 436 / 16.40
fa+ha+maj: 154 / 154 / 10.19
mux: 196 / 196 / 11.67
flops: 133 / 133 / 17.62
xor+xnor: 532 / 532 / 29.03
buf+inv: 214 / 459 / 4.722
other cells: 0 / 1 / 0
simple gates: 420 / 420 / 10.37
-- worst max-delay path, stage by stage --
cell             delay, ps
clkdlybuf4s50_1        470
xnor2_1                620
xor2_1                 480
clkdlybuf4s50_1        580
-- cell usage in the layout (no fill, tap or decap), drive strengths merged, types with 15 or more instances in the layout --
cell type,instances
xnor2,322
clkdlybuf4s50,256
ha,154
xor2,152
nor2,150
mux2i,135
nand2,127
inv,125
a21oi,94
o21ai,85
edfxtp,67
dfxtp,66
mux2,55
xnor3,50
buf,45
nor3,30
a211oi,25
nor2b,23
o21a,22
a21o,21
a31oi,21
clkbuf,20
nand3,15
-- worst max path at each step --
| stage | from | end | slack, ps | cells past startpoint |
|---|---|---|---|---|
| after global routing | rc[1] | p_0.sb_out[4] | 3670 | 19 |
| after CTS | key[55] | ciphertext[55] | 4080 | 4 |
| final | key[55] | ciphertext[55] | 3970 | 4 |
-- routing by layer --
| metal | GRT usage (%) | part of all wire, % | vias up |
|---|---|---|---|
| met5 | 0 | 0.013 | - |
| met3 | 6.498 | 8.7 | 93 |
| met2 | 34.61 | 44 | 643 |
| li1 | - | - | 7780 |
| met1 | 32.86 | 45 | 7761 |
| met4 | 5.541 | 3.1 | 2 |
-- state kept, by name, indices dropped and copies added (netlist names) --
signal / count
p_0.sb_out: 64
res: 64
rc: 3
rc0: 1
ready: 1
-- area by class of cell --
cell class,count,area (um^2)
Tap cell,837,1047
Clock buffer,20,436.7
Multi-Input combinational cell,1738,14710
Antenna cell,1,2.502
Sequential cell,133,3341
Inverter,126,475.5
Clock inverter,12,137.6
Fill cell,6126,39010
Timing Repair Buffer,301,2900
-- power groups by stage --
stage,combinational (mW),sequential [mW],clock (mW)
6_report,1.76,0.669,0.646
5_1_grt,1.93,0.671,0.684
4_1_cts,1.74,0.669,0.666
-- per-stage QoR --
stage	instances	worst slack, ps	util, %	instance area, um^2	hold slack, ps
global placement	3135	3640	36.21	22470	673.7
global route	3167	3669	37.13	23040	712.9
floorplan	2085	4675	-	18920	636.3
CTS	3167	4080	37.13	23040	694.8
detailed placement	3135	3589	36.21	22470	679.5
finish	3168	3968	37.14	23050	699.3
No activity file was given, so power comes from the tool's default toggle rates.
